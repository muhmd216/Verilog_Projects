==> flow/config.mk <==
export PLATFORM = sky130hd
export DESIGN_NAME = ALU
export DESIGN_NICKNAME = ALU
export VERILOG_FILES = /design/flow/design.v
export SDC_FILE = /design/flow/constraint.sdc
export NUM_CORES = 4
export LEC_CHECK = 1
export CORE_UTILIZATION = 30
export SYNTH_HDL_FRONTEND = slang
==> flow/constraint.sdc <==
current_design ALU

set clk_period 1.0
set clk_io_pct 0.2

create_clock -name clk0 -period $clk_period [get_ports {clk}]

set non_clock_inputs [all_inputs -no_clocks]
set_input_delay [expr $clk_period * $clk_io_pct] -clock clk0 $non_clock_inputs
set_output_delay [expr $clk_period * $clk_io_pct] -clock clk0 [all_outputs]
==> flow/design.v <==
module ALU (
    input wire [15:0] A,             
    input wire [15:0] B,             
    input wire [3:0]  ALU_FUN,       
    input wire        clk,           
    input wire        rst,           
    output reg [15:0] ALU_OUT,       
    output reg       Arith_Flag,     
    output reg       Logic_Flag,     
    output reg       CMP_Flag,       
    output reg       Shift_Flag      
);
  reg [15:0] re              ;  
  reg        Arith_Flag_comb ;
  reg        Logic_Flag_comb ;
  reg        CMP_Flag_comb   ;
  reg        Shift_Flag_comb ;
  always @(posedge clk or negedge rst) begin
    if (!rst) begin
      ALU_OUT    <= 1'b0;
      Arith_Flag <= 1'b0;
      Logic_Flag <= 1'b0; 
      CMP_Flag   <= 1'b0;
      Shift_Flag <= 1'b0;  
    end
    else begin
      ALU_OUT <= re;
      Arith_Flag <= Arith_Flag_comb;
      Logic_Flag <= Logic_Flag_comb; 
      CMP_Flag   <= CMP_Flag_comb  ;
      Shift_Flag <= Shift_Flag_comb; 
    end
  end
  always @(*) begin
      Arith_Flag_comb = 1'b0;
      Logic_Flag_comb = 1'b0; 
      CMP_Flag_comb   = 1'b0;
      Shift_Flag_comb = 1'b0;
      re = 16'b0;
      case (ALU_FUN)
          4'b0000 : begin
              re = A + B;         
              Arith_Flag_comb = 1'b1;  
          end
          4'b0001 : begin
              re = A - B;         
              Arith_Flag_comb = 1'b1;  
          end
          4'b0010 : begin
              re = A * B;         
              Arith_Flag_comb = 1'b1;  
          end
          4'b0011 : begin
              re = A / B;         
              Arith_Flag_comb = 1'b1;  
          end
          4'b0100 : begin
              re = A & B;         
              Logic_Flag_comb = 1'b1;  
          end
          4'b0101 : begin
              re = A | B;         
              Logic_Flag_comb = 1'b1;  
          end
          4'b0110 : begin
              re = ~(A & B);      
              Logic_Flag_comb = 1'b1;  
          end
          4'b0111 : begin
              re = ~(A | B);      
              Logic_Flag_comb = 1'b1;  
          end
          4'b1000 : begin
              re = A ^ B;         
              Logic_Flag_comb = 1'b1;  
          end
          4'b1001 : begin
              re = (A ^~ B);      
              Logic_Flag_comb = 1'b1;  
          end
          4'b1010 : begin
              re = (A == B) ? 16'b1 : 16'b0;  
              CMP_Flag_comb = 1'b1;  
          end
          4'b1011 : begin
              re = (A > B) ? 16'b10 : 16'b0;  
              CMP_Flag_comb = 1'b1;  
          end
          4'b1100 : begin
              re = (A < B) ? 16'b11 : 16'b0;  
              CMP_Flag_comb = 1'b1;  
          end
          4'b1101 : begin
              re = A >> 1;       
              Shift_Flag_comb = 1'b1;  
          end
          4'b1110 : begin
              re = A << 1;       
              Shift_Flag_comb = 1'b1;  
          end
          default : begin
              re = 16'b0;  
          end
      endcase
  end
endmodule
==> flow/run.sh <==
#!/bin/bash
# OpenROAD 26Q1-2900-gdf79404cd8, Yosys 0.63+post, stock flow scripts
make -C /OpenROAD-flow-scripts/flow DESIGN_CONFIG=/design/flow/config.mk WORK_HOME=/design/flow/orfs finish
==> flow_metrics.py <==
# Metrics from the implementation run
metrics = {
    "run_status": {
        "status": "finished, violations left",
        "violations": "setup timing",
    },
    "placed_design": {
        "dp_hpwl_mm": 52.7,
        "io_buffers": 57,
        "gp_congestion": 1.04,
        "postPlaceCellArea_sq_mm": 0.0213,
        "dp_cells": 3222,
    },
    "global_route": {
        "antenna_found_initial": 0,
        "grt_max_degree": 26,
        "grt_pass1_vias": 17700,
        "grt_util_all_layers_pct": 27.6,
        "grt_overflow": 0,
        "grt_pass1_wl_mm": 103,
    },
    "cts": {
        "clock-sinks": 20,
        "cts_max_level": 1,
        "clockBufferDepth": 2,
        "cts_tree": "built",
        "clk_root_buffer_cell": "clkbuf_16",
        "clk_pin_slew_ns": 0.07,
        "cts-buffers-inserted": 3,
    },
    "power_and_ir_drop": {
        "p_int_w": 0.0172,
        "power_density_mw_per_mm2": 1340,
        "p_leak_nw": 11.5,
        "total_power_w": 0.0327,
        "seq_power_share_pct": 3.2,
        "vdd_drop_max_v": 0.00191,
        "p_sw_share_pct": 47.5,
        "pwr-share-clk_pct": 3.7,
        "p_sw_w": 0.0155,
        "p_comb_share_pct": 93.1,
    },
    "floorplan": {
        "core_area_sq_mm": 0.0476,
        "ios": 58,
        "fp.dieW_um": 222,
        "chipHeight_um": 222,
        "std_cell_rows": 80,
        "fp_util_pct": 30.3,
        "die_area_sq_mm": 0.0491,
    },
    "hold_path": {
        "hold_path_class": "input port to async pin",
    },
    "yosys": {
        "largest_area_cell": "ha_1",
        "synth_top_flop_cell": "dfrtp_1",
        "ys_ff": 20,
        "async_flop_share_pct": 100,
        "netlist_instances": 1944,
        "ys_seq_share_pct": 3.46,
        "synth-area-yosys_sq_mm": 0.0145,
        "synthTopCellsByCount": "ha_1 (236), nor2_1 (212), nand2_1 (192), inv_1 (163), a21oi_1 (119)",
        "yosys-top-cells-area": "ha_1 (20%), fa_1 (11%), nor2_1 (5.5%), nand2_1 (5.0%), xnor2_1 (4.7%)",
        "top_cell": "ha_1",
        "synth_top_area_share_pct": 20.4,
        "yosysWarningCount": 0,
        "synth.cell_area_sq_mm": 0.0145,
        "edf_count": 0,
        "yosys_cells": 1944,
        "ys_types": 102,
        "syn_avg_cell_area_sq_um": 7.44,
    },
    "finish": {
        "design_area_sq_mm": 0.0244,
        "area_growth_pct": 69.0,
        "final_cell_count_no_fill": 3386,
        "drive_gt1_share_pct": 45.0,
    },
    "detailed_routing": {
        "wl_per_cell_um": 20.2,
        "antenna_cells": 0,
        "avgViaCountPerCell": 5.46,
        "dr.pass1.iters": 6,
        "first_iter_violations": 1377,
        "drt-total-wl_mm": 68.5,
        "drt_drc_violations_left": 0,
        "num_vias": 18500,
        "ant_nets": 0,
    },
    "worst_setup_path": {
        "worst-path-buf-inv": 11,
        "critPathKind": "input port to flip-flop",
        "worstPathArrival_ns": 23.52,
        "cpMaxStageDelayCell": "or4_4",
        "start_kind": "input port",
        "cpPeakStageDelay_ns": 0.55,
        "required_ns": 1.15,
        "path_max_fanout": 8,
        "path_delay_family": "AND-OR/OR-AND gates",
        "cp-end-kind": "flip-flop",
        "worst-path-stages": 112,
        "cp_common_cell": "ha_4",
    },
    "timing": {
        "whs_ns": 0.275,
        "fin_crit_ns": 23.38,
        "rsz0062_at_grt": "yes",
        "period_used_pct": 2340,
        "fin_ws_ns": -22.38,
        "drv_slew": 0,
        "tns_ns": -177.74,
        "max_slew_margin_pct": 58.3,
        "fmax_mhz": 42.8,
        "setup_viol": 19,
        "final_hold_viol_count": 0,
        "worstMarginPinSlew_ns": 0.621,
    },
    "job": {
        "warning_count": 64,
        "cap_viol_max_count": 0,
    },
}
-- cell usage in the layout (no fill, tap or decap), types with 60 or more instances in the layout --
| master | instances |
|---|---|
| nand2_1 | 176 |
| nor3_1 | 60 |
| buf_6 | 86 |
| buf_4 | 732 |
| fa_1 | 79 |
| inv_1 | 147 |
| o21ai_0 | 61 |
| a21oi_1 | 83 |
| nor2_1 | 184 |
| xnor2_1 | 74 |
| ha_1 | 191 |
-- flip-flops by register name, indices dropped and copies added (netlist names) --
signal and flops:
ALU_OUT 16, Shift_Flag 1, Arith_Flag 1, CMP_Flag 1, Logic_Flag 1
-- cell type report --
| class | count | area (sq um) |
|---|---|---|
| multi-input cells | 1672 | 14800 |
| repair buffers | 906 | 7560 |
| inverters | 169 | 698 |
| fillers | 4174 | 23200 |
| clock inverters | 1 | 30.0 |
| flip-flops and latches | 20 | 503 |
| clock buffers | 3 | 75.1 |
| well taps | 615 | 769 |
-- power groups by stage --
stage | sequential (W) | clock (W) | combinational (W)
CTS | 0.00105 | 0.00123 | 0.0281
global route | 0.00106 | 0.00126 | 0.0327
finish | 0.00105 | 0.00121 | 0.0304
-- metal layers --
layer / part of all wire (%) / vias to the layer above / track usage [%]
met2: 43 / 786 / 42.0
met1: 44 / 8837 / 39.5
met4: 4.6 / 0 / 8.67
met5: 0 / - / 0
met3: 8.5 / 181 / 5.79
li1: - / 8685 / -
-- final timing paths --
check | slack (ns) | endpoint | startpoint
worst max-delay path | -22.38 | ALU_OUT[0] | B[7]
worst min-delay path | 0.27 | ALU_OUT[9] | rst
max in group asynchronous | 0.57 | ALU_OUT[5] | rst
min in group clk0 | 0.39 | Shift_Flag | ALU_FUN[0]
-- metrics by stage --
stage / worst slack (ns) / util (%)
after floorplan: -22.67 / -
after global placement: -23.75 / 44.6
after detailed placement: -23.82 / 44.6
after CTS: -22.22 / 48.2
after global routing: -23.52 / 51.3
final: -22.38 / 51.3
-- kinds of logic (layout without fill, tap and decap cells) --
group,count (synthesis),count (layout),share of synthesized area (%)
multiplexers,30,30,2.22
AND-OR/OR-AND,546,546,27.3
flip-flops,20,20,3.46
XOR/XNOR,113,113,6.85
AND/OR/NAND/NOR,665,665,21.7
adder cells (fa/ha/maj),318,318,31.8
buffers and inverters,252,1079,6.63
-- timing repair --
action,CTS,global route
pin swaps,114,137
buffers inserted,83,84
hold buffers,0,0
gates cloned,1,1
gates resized,354,235
hold endpoints to repair,0,0
setup endpoints to repair,40,29
Power is estimated from default activity; no workload was simulated.
