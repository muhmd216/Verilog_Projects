**./config.mk**
```make
export PLATFORM = sky130hd
export DESIGN_NAME = ALU_TOP
export DESIGN_NICKNAME = ALU_TOP
export VERILOG_FILES = /design/flow/design.v
export SDC_FILE = /design/flow/constraint.sdc
export NUM_CORES = 4
export LEC_CHECK = 1
export CORE_UTILIZATION = 40
export SYNTH_HDL_FRONTEND = slang
```
**./design.v**
```verilog
module ALU_TOP #(
    parameter OP_DATA_WIDTH = 16,
              Arith_OUT_WIDTH = OP_DATA_WIDTH + OP_DATA_WIDTH,
              Logic_OUT_WIDTH = OP_DATA_WIDTH,
              Shift_OUT_WIDTH = OP_DATA_WIDTH,
              CMP_OUT_WIDTH   = 2 
) (
    input wire signed [OP_DATA_WIDTH-1:0]      A,
    input wire signed [OP_DATA_WIDTH-1:0]      B,
    input wire [3:0]                           ALU_FUN,
    input wire                                 CLK,
    input wire                                 RST,
    output wire signed [Arith_OUT_WIDTH-1:0]   Arith_OUT,
    output wire                                Carry_OUT,
    output wire                                Arith_Flag,
    output wire [Logic_OUT_WIDTH-1:0]          Logic_OUT,
    output wire                                Logic_Flag,
    output wire [CMP_OUT_WIDTH-1:0]            CMP_OUT,
    output wire                                CMP_Flag,
    output wire [Shift_OUT_WIDTH-1:0]          Shift_OUT,
    output wire                                Shift_Flag
);
  wire      Arith_Enable ;
  wire      Logic_Enable ;
  wire      CMP_Enable ;
  wire      Shift_Enable ;
Decoder U0 (
    .alu_fun(ALU_FUN[3:2]),
    .rst(RST),
    .arith_enable(Arith_Enable),
    .logic_enable(Logic_Enable),
    .cmp_enable(CMP_Enable),
    .shift_enable(Shift_Enable)
);
ARITHMETIC_UNIT #(.in_data_width(OP_DATA_WIDTH),
                  .out_data_width(Arith_OUT_WIDTH)) U1 (
   .a(A),
   .b(B),
   .alu_fun(ALU_FUN[1:0]),
   .clk(CLK),
   .rst(RST),
   .arith_enable(Arith_Enable),
   .arith_out(Arith_OUT),
   .carry_out(Carry_OUT),
   .arith_flag(Arith_Flag)
                  );
Logic_UNIT #(.in_data_width(OP_DATA_WIDTH),
             .out_data_width(Logic_OUT_WIDTH)) U2 (
   .a(A),
   .b(B),
   .alu_fun(ALU_FUN[1:0]),
   .clk(CLK),
   .rst(RST),
   .logic_enable(Logic_Enable),
   .logic_out(Logic_OUT),
   .logic_flag(Logic_Flag)
             );
CMP_UNIT #(.in_data_width(OP_DATA_WIDTH),
           .out_data_width(CMP_OUT_WIDTH)) U3 (
   .a(A),
   .b(B),
   .alu_fun(ALU_FUN[1:0]),
   .clk(CLK),
   .rst(RST),
   .cmp_enable(CMP_Enable),
   .cmp_out(CMP_OUT),
   .cmp_flag(CMP_Flag)
);
Shift_UNIT #(.in_data_width(OP_DATA_WIDTH),
             .out_data_width(Shift_OUT_WIDTH)) U4 (
   .a(A),
   .b(B),
   .alu_fun(ALU_FUN[1:0]),
   .clk(CLK),
   .rst(RST),
   .shift_enable(Shift_Enable),
   .shift_out(Shift_OUT),
   .shift_flag(Shift_Flag)
);
endmodule
module ARITHMETIC_UNIT #(
    parameter in_data_width = 16,
              out_data_width = 32            
) (
   input  wire signed [in_data_width-1:0]      a,
   input  wire signed [in_data_width-1:0]      b,
   input  wire        [1:0]                    alu_fun,
   input  wire                                 clk,
   input  wire                                 rst,
   input  wire                                 arith_enable,
   output reg signed [out_data_width-1:0]      arith_out,
   output reg                                  carry_out,
   output reg                                  arith_flag
);
reg signed  [out_data_width-1:0] arith_out_comb;
wire                              arith_carry_comb;
reg                             arith_flag_comb;
always @(posedge clk or negedge rst) begin
    if (!rst) begin
     arith_out <= 32'b0;
     carry_out <= 1'b0;
     arith_flag <= 1'b0;   
    end
    else begin
     arith_out <= arith_out_comb ;
     carry_out <= arith_carry_comb;
     arith_flag <= arith_flag_comb ;
    end
end
 always @(*) begin
    arith_out_comb = 32'b0 ;
    arith_flag_comb = 1'b0 ;
    if (arith_enable) begin
       case (alu_fun)
        2'b00:begin
             arith_out_comb = a + b ;
             arith_flag_comb = 1'b1 ;
        end
        2'b01:begin
             arith_out_comb = a - b ;
             arith_flag_comb = 1'b1 ;
        end
        2'b10:begin
             arith_out_comb = a * b ;
             arith_flag_comb = 1'b1 ;
        end
        2'b11:begin
             arith_out_comb = a / b ;
             arith_flag_comb = 1'b1 ;
        end
       endcase 
    end
 end
 assign arith_carry_comb = arith_out_comb[in_data_width] ;
endmodule
module CMP_UNIT #(
    parameter in_data_width =16,
              out_data_width = 2
) (
   input  wire  [in_data_width-1:0]            a,
   input  wire  [in_data_width-1:0]            b,
   input  wire        [1:0]                    alu_fun,
   input  wire                                 clk,
   input  wire                                 rst,
   input  wire                                 cmp_enable,
   output reg    [out_data_width-1:0]          cmp_out,
   output reg                                  cmp_flag
);
reg          [1:0]            cmp_out_comb;
reg                           cmp_flag_comb;
always @(posedge clk or negedge rst) begin
    if (!rst) begin
        cmp_out <= 2'b0 ;
        cmp_flag <= 1'b0 ;   
    end
    else begin
        cmp_out <= cmp_out_comb ;
        cmp_flag <= cmp_flag_comb ;
    end 
end
always @(*) begin
    cmp_out_comb = 2'b0 ;
    cmp_flag_comb = 1'b0 ;
    if (cmp_enable) begin
        cmp_flag_comb = 1'b1 ;
       case (alu_fun)
        2'b00:begin
             cmp_out_comb = 2'b0 ;   
        end
        2'b01:begin if (a == b)begin
             cmp_out_comb = 2'b01 ;
        end
        else begin
           cmp_out_comb = 2'b00 ; 
        end
        end
        2'b10: begin if (a > b)begin
             cmp_out_comb = 2'b10 ;
        end
        else begin
           cmp_out_comb = 2'b00 ; 
        end
        end
        2'b11: begin if (a < b)begin
             cmp_out_comb = 2'b11 ;
        end
        else begin
           cmp_out_comb = 2'b00 ; 
        end
        end
       endcase 
    end
 end
endmodule
module Decoder (
    input wire [1:0]  alu_fun,
    input wire        rst,
    output wire       arith_enable,
    output wire       logic_enable,
    output wire       cmp_enable,
    output wire       shift_enable
);
 reg [3:0] deco ;
assign {arith_enable,logic_enable,cmp_enable,shift_enable} = deco;
 always @(*) begin
    if (!rst) begin
        deco = 4'b0000 ;
    end
    else begin
        deco = 4'b0000 ;
        case (alu_fun)
           2'b00 : deco = 4'b1000 ;
           2'b01 : deco = 4'b0100 ;
           2'b10 : deco = 4'b0010 ;
           2'b11 : deco = 4'b0001 ;
            default: deco = 4'b0000 ; 
        endcase
    end
 end   
endmodule
module Logic_UNIT #(
    parameter in_data_width =16,
              out_data_width = 16
) (
   input  wire  [in_data_width-1:0]            a,
   input  wire  [in_data_width-1:0]            b,
   input  wire        [1:0]                    alu_fun,
   input  wire                                 clk,
   input  wire                                 rst,
   input  wire                                 logic_enable,
   output reg  [out_data_width-1:0]            logic_out,
   output reg                                  logic_flag
);
reg [out_data_width-1:0]      logic_out_comb;
reg                           logic_flag_comb;
always @(posedge clk or negedge rst) begin
    if (!rst) begin
        logic_out <= 16'b0 ;
        logic_flag <= 1'b0 ;   
    end
    else begin
        logic_out <= logic_out_comb ;
        logic_flag <= logic_flag_comb ;
    end 
end
always @(*) begin
    logic_out_comb = 16'b0 ;
    logic_flag_comb = 1'b0 ;
    if (logic_enable) begin
       case (alu_fun)
        2'b00:begin
             logic_out_comb = a & b ;
             logic_flag_comb = 1'b1 ;
        end
        2'b01:begin
             logic_out_comb = a | b ;
             logic_flag_comb = 1'b1 ;
        end
        2'b10:begin
             logic_out_comb = ~(a & b) ;
             logic_flag_comb = 1'b1 ;
        end
        2'b11:begin
             logic_out_comb = ~(a | b) ;
             logic_flag_comb = 1'b1 ;
        end
       endcase 
    end
 end
endmodule
module Shift_UNIT #(
    parameter in_data_width =16,
              out_data_width = 16
) (
   input  wire  [in_data_width-1:0]            a,
   input  wire  [in_data_width-1:0]            b,
   input  wire        [1:0]                    alu_fun,
   input  wire                                 clk,
   input  wire                                 rst,
   input  wire                                 shift_enable,
   output reg  [out_data_width-1:0]            shift_out,
   output reg                                  shift_flag
);
reg [out_data_width-1:0]      shift_out_comb;
reg                           shift_flag_comb;
always @(posedge clk or negedge rst) begin
    if (!rst) begin
        shift_out <= 16'b0 ;
        shift_flag <= 1'b0 ;   
    end
    else begin
        shift_out <= shift_out_comb ;
        shift_flag <= shift_flag_comb ;
    end 
end
always @(*) begin
    shift_out_comb = 16'b0 ;
    shift_flag_comb = 1'b0 ;
    if (shift_enable) begin
       case (alu_fun)
        2'b00:begin
             shift_out_comb = a >> 1 ;
             shift_flag_comb = 1'b1 ;
        end
        2'b01:begin
             shift_out_comb = a << 1 ;
             shift_flag_comb = 1'b1 ;
        end
        2'b10:begin
             shift_out_comb = b >> 1 ;
             shift_flag_comb = 1'b1 ;
        end
        2'b11:begin
             shift_out_comb = b << 1 ;
             shift_flag_comb = 1'b1 ;
        end
       endcase 
    end
 end
endmodule
```
**./run.sh**
```bash
#!/bin/bash
# OpenROAD 26Q1-2900-gdf79404cd8, Yosys 0.63+post, stock flow scripts
make -C /OpenROAD-flow-scripts/flow DESIGN_CONFIG=/design/flow/config.mk WORK_HOME=/design/flow/orfs finish
```
**./constraint.sdc**
```tcl
current_design ALU_TOP

set clk_period 1.0
set clk_io_pct 0.2

create_clock -name clk0 -period $clk_period [get_ports {CLK}]

set non_clock_inputs [all_inputs -no_clocks]
set_input_delay [expr $clk_period * $clk_io_pct] -clock clk0 $non_clock_inputs
set_output_delay [expr $clk_period * $clk_io_pct] -clock clk0 [all_outputs]
```
==> run notes <==
Implementation numbers.

- The run finished, with violations left.
- The final reports fail on negative hold slack, negative setup slack.
- The count of unique library cells instantiated by Yosys is 122.
- The starting density of the core is 0.404.
- In the synthesized netlist, the cells that appear most often are 662 x sky130_fd_sc_hd__ha_1, 617 x sky130_fd_sc_hd__nor2_1, 600 x sky130_fd_sc_hd__nand2_1, 440 x sky130_fd_sc_hd__inv_1, 423 x sky130_fd_sc_hd__a21oi_1.
- The length of the first detailed-routing pass in iterations is 6.
- The H-tree depth reported by CTS is 3.
- Note, the detailed placer reported a final HPWL of 171 mm.
- The core region is 0.109 mm².
- For the finished layout, the period the worst path requires is 58,230 ps.
- Across all setup checks in the final design, the least slack found is -57,230 ps.
- The signed area change from the synthesized netlist to the final layout is 76.2%.
- The total of warnings raised by yosys is 0.
- The maximum fanout along the worst path is 8.
- The simple-gate portion of the synthesized area is 0.212.
- The type recorded for the worst min-delay path is in -> async.
- By area the synthesized netlist is led by sky130_fd_sc_hd__ha_1 19%, sky130_fd_sc_hd__fa_1 12%, sky130_fd_sc_hd__xnor2_1 5.4%.
- The largest individual stage delay along the critical path comes from the cell sky130_fd_sc_hd__or4b_4.
- Setup repair after global routing could not meet its margin everywhere.
- The element type at the critical path start is a primary input.
- Per STA, the worst path accumulates the most delay in the family AND-OR/OR-AND gates.
- For the completed layout, the total cell area is recorded as 0.0776 mm².
- The global routing report lists combined usage of all routing layers as 0.383.
- The cell that appears most often on the critical path is sky130_fd_sc_hd__buf_4.
- Looking at the max-slew report, the worst-margin pin has a slew of 1100 ps.
- The mapped netlist covers 0.0441 mm².
- In the synthesized netlist, the dominant kind of combinational cell is adder cells.
- The category of the most critical setup path is in -> reg.
- Hold timing on the final database bottoms out at a slack of -191 ps.
- Clock tree synthesis selected as its root buffer the cell sky130_fd_sc_hd__clkbuf_16.
- The largest total area in the synthesized netlist belongs to sky130_fd_sc_hd__ha_1.
- The synthesized netlist was found by Yosys to have 5,915 cells.
- The number of pins with negative max-slew slack in the final report is 0.
- The die footprint is 0.111 mm².
- The filler cells instantiated in the layout total 7,875.
- The final weighted congestion in routability-driven placement is 1.04.
- The placement stage leaves a total instance area of 0.0663 mm².
- Per the run summary, max-cap violations total 0.
- Post-route period utilization is reported as 58.2.
- The required time of the worst setup path is 1320 ps.
- The TritonCTS clock tree is built.
- The number of buffers added on ports is 108.
- The mean instance size in the synthesized netlist is 7.45 µm².
- The number of global-route vias before repair was 53,600.
- The arrival time at the worst endpoint is 58,550 ps.
- The number of instances in the synthesized netlist is 5,915.
- The worst setup path is captured at a flip-flop.
- The global-route wire length before repair is 320 mm.
- The tool warning count is 64.
- The relative slew slack is 0.258.
- 109 I/O pins were placed.
- The largest stage delay on the critical path is 550 ps.
- After synthesis, the share of flip-flops with an asynchronous set or reset is 1.00.
- The initial antenna violation count was 6.
- The final hold violation count recorded for this run is 23.
- Per the detail_route report, routed wire per instance is 21.4 µm.
- Entering global routing, the biggest net connects 48 pins.
- The violation count after the first detailed-route iteration is 3,919.
- The register area share after synthesis is 0.0398.
- The layout cell share with drive strength beyond 1 is 0.473.
- The sequential cells in the finished layout cover a total of 0.00176 mm².
- The via density per instance is 5.60.
- The layout report lists the multi-input gate area as 0.0482 mm².
- The script reports the combined buffer and inverter count of the critical path as 58.
- The die is 334 µm tall.
- Row generation in the floorplan step produced 121 rows.
- The count of nets left with antenna violations once routing finished came out at 0.
- The aoi/oai-family share of the synthesized area is 0.259.
- The share of Yosys cell area claimed by the top area cell type is 0.188.
- The final wirelength is 219 mm.
- The final tally of setup violations is 136.
- The fmax is 0.0172 GHz.
- Among all cell types in the netlist, the one instantiated most often is sky130_fd_sc_hd__ha_1.
- The share of synthesized area spent on multiplexers is 0.0389.
- The clock net in this run drives a total of 70 sinks.
- The vias after detailed routing is 57,300.
- On the worst setup and hold paths after CTS, the clock-pin slew comes to 60 ps.
- The total CTS buffers is 9.
- The area figure in the yosys stat output is 0.0441 mm².
- The cell-mix breakdown from Yosys lists the adder-cell area share as 0.308.
- The DRC violation count after routing is 0.
- Setup total negative slack on the finished layout was measured at -1,854,930 ps.
- Of the total synthesized cell area, the portion taken by XOR and XNOR cells is 0.0847.
- In this run the horizontal extent of the chip is 334 µm.
- The total congestion overflow after global routing is 0.
- The number of synthesized flops with an enable pin is 0.
- The top flip-flop cell by instance count after synthesis is sky130_fd_sc_hd__dfrtp_1.
- The number of flip-flops and latches in the synthesized netlist is 70.
- The worst-case clock buffer depth is 2.
==> routing by layer <==
layer | vias to the layer above | track usage | wire length, µm
met2 | 2395 | 0.565 | 92000
met5 | - | 0.000434 | 27
li1 | 27000 | - | -
met3 | 502 | 0.106 | 21700
met1 | 27400 | 0.550 | 95700
met4 | 6 | 0.115 | 9590
==> final cells by class <==
cell class	instances	share of cell area
multi-input combinational	5334	0.621
inverter	460	0.0235
clock buffer	9	0.00290
antenna	7	0.000226
tap	1414	0.0228
timing repair buffer	2930	0.306
sequential	70	0.0227
clock inverter	7	0.00111
==> cells by family after synthesis <==
logic type / after synthesis
AND-OR/OR-AND: 1682
multiplexers: 141
XOR/XNOR: 426
flip-flops: 70
other: 2
buffers and inverters: 663
AND/OR/NAND/NOR: 2005
adder cells (fa/ha/maj): 926
==> metrics by stage <==
stage | cells | hold WS (ps) | util | setup WS (ps)
6_report | 10200 | -191 | 0.712 | -57230
4_1_cts | 10000 | -184 | 0.668 | -56470
2_1_floorplan | 6065 | -95.6 | - | -58810
3_3_place_gp | 9749 | 210 | 0.608 | -62070
3_5_place_dp | 9749 | 215 | 0.608 | -62610
5_1_grt | 10200 | -156 | 0.712 | -59460
==> cells in the final DEF (no fill, tap or decap), drive strengths merged, types with 28 or more instances in the layout <==
cell type      netlist  routed
a211oi              65      65
a21o               182     182
a21oi              427     427
a31oi               74      74
and2                35      35
and3                40      40
buf                 69    2835
clkbuf             134      39
clkdlybuf4s50        0      46
conb                 2     152
dfrtp               70      70
fa                 264     264
ha                 662     662
inv                444     447
mux2                85      85
mux2i               41      41
nand2              601     602
nand2b              54      54
nand3              128     128
nand4               65      65
nor2               618     618
nor2b               66      66
nor3               186     186
nor4                45      45
o211ai              50      50
o21a               147     147
o21ai              296     297
o21bai              40      40
o22ai               28      28
o31ai               55      55
or2                 35      35
or3                 64      64
xnor2              270     270
xor2               156     156
==> flip-flops by register name, summed over array words and instances, names as in the netlist <==
signal,count
U2.logic_out,16
U4.shift_flag,1
U1.arith_flag,1
U3.cmp_flag,1
U1.arith_out,32
U2.logic_flag,1
U4.shift_out,16
U3.cmp_out,2
==> final timing paths <==
kind | from | to | depth (start not counted)
setup / recovery | B[7] | U1.arith_out[13] | 318
min in group clk0 | ALU_FUN[2] | U3.cmp_out[1] | 3
hold / removal | RST | U4.shift_out[15] | 2
max in group asynchronous | RST | U1.arith_out[5] | 3
==> timing repair <==
item	in CTS	in global routing
setup endpoints to repair	139	168
buffers inserted	273	194
pin swaps	368	522
gates cloned	10	2
resized	812	783
endpoints found under the hold margin	23	23
