==> ./design.v <==
module RegFile #(
    parameter WIDTH = 16,
              DEPTH = 8,
              ADDR  = 3
) (
    input wire [WIDTH-1:0] WrData,
    input wire [ADDR-1:0]  Address,
    input wire             WrEn,
    input wire             RdEn,
    input wire             CLK,
    input wire             RST,
    output reg [WIDTH-1:0] RdData
);
integer I ;
 reg [WIDTH-1:0] RegArray [DEPTH-1:0] ;
 always @(posedge CLK or negedge RST) begin
    if (!RST) begin
        RdData <= 16'b0 ;
        for (I = 0 ; I < DEPTH ; I = I+1 ) begin
           RegArray[I] <= 16'b0 ; 
        end 
    end
    else if (WrEn && !RdEn) begin
           RegArray[Address] <= WrData ;
        end
    else if (!WrEn && RdEn) begin
        RdData <= RegArray[Address] ;
    end
    end
endmodule
==> ./run.sh <==
#!/bin/bash
# OpenROAD 26Q1-2900-gdf79404cd8, Yosys 0.63+post, stock flow scripts
make -C /OpenROAD-flow-scripts/flow DESIGN_CONFIG=/design/flow/config.mk WORK_HOME=/design/flow/orfs finish
==> ./config.mk <==
export PLATFORM = sky130hd
export DESIGN_NAME = RegFile
export DESIGN_NICKNAME = RegFile
export VERILOG_FILES = /design/flow/design.v
export SDC_FILE = /design/flow/constraint.sdc
export NUM_CORES = 4
export LEC_CHECK = 1
export CORE_UTILIZATION = 30
export SYNTH_HDL_FRONTEND = slang
==> ./constraint.sdc <==
current_design RegFile

set clk_period 1.5
set clk_io_pct 0.2

create_clock -name clk0 -period $clk_period [get_ports {CLK}]

set non_clock_inputs [all_inputs -no_clocks]
set_input_delay [expr $clk_period * $clk_io_pct] -clock clk0 $non_clock_inputs
set_output_delay [expr $clk_period * $clk_io_pct] -clock clk0 [all_outputs]
==> results_dict.tcl <==
# yosys + openroad results
set metrics [dict create \
    fin_crit_sh_pct 96.91 \
    grt_pass1_vias 4569 \
    ys.flop_type "dfrtp_1" \
    firstDrtPassIters 4 \
    place_congestion 0.8117 \
    outcome "complete, no violations" \
    yosysWarnings 0 \
    htree_levels 4 \
    grt_pass1_wl_mm 25.98 \
    placement_rows 53 \
    rsz0062_at_grt "yes" \
    cp-end-kind "register" \
    die_w_um 148.4 \
    slew-limit-headroom_pct 75.02 \
    max-cap-violations 0 \
    p_int_uw 8797 \
    drt-initial-drc-count 174 \
    final_cell_mix "144 x dfrtp_1, 138 x mux2_2, 54 x buf_4" \
    die_area_sq_um 22040 \
    synth.avg_cell_area_sq_um 13.78 \
    io_pins 39 \
    tns_ps 0 \
    p_per_area_nw_per_um2 1361 \
    worstPathArrival_ps 1760 \
    initial_utilization_pct 30.61 \
    drive_gt1_share_pct 46.08 \
    grt_max_degree 36 \
    total_power_uw 11510 \
    worstPathRequired_ps 1810 \
    drc 0 \
    p_seq_share_pct 45.3 \
    synth.cell_area_sq_um 6434 \
    root_buffer "clkbuf_16" \
    synth-async-reset-ratio_pct 100.0 \
    ys_seq_elements 144 \
    area_delta_synth_final_pct 31.47 \
    insertion_delay_ps 420 \
    combPwrFrac_pct 16.9 \
    antenna_left 0 \
    p_leak_uw 0.003702 \
    tool_warnings 26 \
    hold_viol 0 \
    ys_cells 467 \
    finalSetupViolations 0 \
    syn_inst 467 \
    dp_hpwl_mm 10.50 \
    vias 4311 \
    drt-wirelength-per-cell_um 18.45 \
    path_class "in -> reg" \
    finalWirelength_mm 15.89 \
    layout_setup_ws_ps 46.36 \
    path_clk_slew_ps 60 \
    setup.worst_path.start_class "input port" \
    cts_tree "yes" \
    cts_buffers 17 \
    clockBufferDepth 2 \
    worst_pin_slew_ps 370.1 \
    grt-ovfl-total 0 \
    period_needed_ps 1454 \
    path_max_fanout 8 \
    synth.distinct_cells 37 \
    final_area_sq_um 8458 \
    dp_slack_ps -601.3 \
    antenna_cells 0 \
    ys_seq_share_pct 56.01 \
    placed_area_sq_um 7635 \
    max_freq_mhz 687.9 \
    switching_power_uw 2714 \
    cts.sinks 144 \
    pwr-share-clk_pct 37.9 \
    fp.dieH_um 148.4 \
    yosysChipArea_sq_um 6434 \
    core-area_sq_um 21020 \
    hold_class "in -> async" \
    final_max_slew_viol_count 0 \
    switching_share_pct 23.58 \
    ir_drop_v 0.0005722 \
    synth-edff-count 0 \
    finish.utilization_pct 40.24 \
    grt_antenna_before_repair 0 \
    track_usage_pct 15.96 \
    port_buffers 38 \
    lay_top_count "dfrtp_1" \
    via_per_inst 5.007 \
    clock_skew_ps 4.594 \
]
==> sequential cells by signal, indices dropped and copies added (netlist names) <==
name      flops
RdData       16
RegArray    128
==> worst max-delay path, stage by stage <==
cell and delay (ps):
dlygate4sd2_1 270, buf_2 170, buf_4 160, and3_1 200, buf_12 150, a21oi_1 190, o221ai_2 140, o22a_1 170
==> final cells by class <==
class                      instances  area (sq um)
sequential                       144          3603
clock buffer                      24         501.7
tap                              275         344.1
inverter                           2         7.507
fill                            1869         12560
timing repair buffer             117          1171
multi-input combinational        291          2704
clock inverter                     8         126.4
==> synth_stat cells, types with 3 or more instances <==
cell type	number	area share [%]
nand2_1	8	0.47
mux2_2	138	24
nand3_1	6	0.47
mux2i_1	22	3.4
buf_4	8	0.93
buf_6	3	0.53
a22o_1	6	0.82
a21oi_1	10	0.78
nand2b_1	3	0.29
buf_2	10	0.78
buf_1	3	0.18
o21ai_0	6	0.47
clkbuf_1	6	0.35
dfrtp_1	144	56
o221ai_1	8	1.1
a221oi_1	6	0.82
a22oi_1	19	2.2
a31oi_1	6	0.58
o22a_1	8	1.1
nor2_1	25	1.5
==> timing repair <==
| action | in CTS | in global routing |
|---|---|---|
| pin swaps | 1 | 0 |
| resized | 32 | 6 |
| setup buffers | 12 | 0 |
| hold buffers | 2 | 0 |
| hold endpoints to repair | 32 | 0 |
| gates cloned | 1 | 0 |
| setup endpoints to repair | 144 | 4 |
==> metal layers <==
metal  routed length (um)  vias to the layer above  GRT usage (%)
met3                 1073                       16          4.977
met4                  220                        0          1.701
met5                    0                        -              0
met1                 7393                     2219          24.11
met2                 7198                      101          23.88
li1                     -                     1975              -
==> power by group through the flow <==
stage	Sequential (uW)	Clock, uW	Combinational [uW]
after CTS	5200	4460	1940
after global routing	5330	4640	2140
final	5210	4360	1940
==> per-stage QoR <==
step | instances | hold slack (ps)
floorplan | 467 | 4.409
finish | 861 | 491.4
CTS | 861 | 494.3
global placement | 814 | 236.6
detailed placement | 814 | 237.9
global route | 861 | 512.4
==> cells by family after synthesis <==
group,Yosys count,synth area share (%)
AND-OR/OR-AND,73,8.421
buffers and inverters,32,2.878
flip-flops,144,56.01
multiplexers,160,27.58
AND/OR/NAND/NOR,58,5.115
==> final timing paths <==
check | start | endpoint | slack, ps | cells past startpoint
setup / recovery | Address[2] | RdData[9]$_DFFE_PN0P_ | 50 | 8
hold / removal | RST | RdData[13]$_DFFE_PN0P_ | 490 | 3
setup reg to reg | RegArray[50]$_DFFE_PN0P_ | RdData[2]$_DFFE_PN0P_ | 140 | 4
hold reg to reg | RegArray[31]$_DFFE_PN0P_ | RegArray[31]$_DFFE_PN0P_ | 500 | 1
max in group asynchronous | RST | RegArray[101]$_DFFE_PN0P_ | 780 | 3
min in group clk0 | RegArray[31]$_DFFE_PN0P_ | RegArray[31]$_DFFE_PN0P_ | 500 | 1
No activity file was given, so power comes from the tool's default toggle rates.
